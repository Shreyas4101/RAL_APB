--- config.mk ---
export PLATFORM = sky130hd
export DESIGN_NAME = top
export DESIGN_NICKNAME = top
export VERILOG_FILES = /design/flow/design.v
export SDC_FILE = /design/flow/constraint.sdc
export NUM_CORES = 4
export LEC_CHECK = 1
export CORE_UTILIZATION = 40
--- constraint.sdc ---
current_design top

set clk_period 7.6
set clk_io_pct 0.2

create_clock -name clk0 -period $clk_period [get_ports {pclk}]

set non_clock_inputs [all_inputs -no_clocks]
set_input_delay [expr $clk_period * $clk_io_pct] -clock clk0 $non_clock_inputs
set_output_delay [expr $clk_period * $clk_io_pct] -clock clk0 [all_outputs]
--- design.v ---
module top 
  (  
    input               pclk,
    input               presetn,
    input   [31:0]      paddr,
    input   [31:0]      pwdata,
    input               psel,
    input               pwrite,
    input               penable,
    output  [31:0]      prdata
  );
  reg [3:0]  cntrl = 0;  
  reg [31:0] reg1  = 0;  
  reg [31:0] reg2  = 0;  
  reg [31:0] reg3  = 0;  
  reg [31:0] reg4  = 0;  
  reg [31:0] rdata_tmp = 0;    
always @ (posedge pclk) 
    begin
      if( !presetn ) 
        begin
          cntrl    <= 4'h0;
          reg1     <= 32'h5A5A_5555;
          reg2     <= 32'h1234_9876;
          reg3     <= 32'hA5A5_0000;;
          reg4     <= 32'h0000_FFFF;
        end
      else if( psel && penable && pwrite )
        begin
          case( paddr )
            'h0     : cntrl <= pwdata;
            'h8     : reg2  <= pwdata;
            'hc     : reg3  <= pwdata;
            'h10    : reg4  <= pwdata;
          endcase
        end
      else if (psel && penable && !pwrite )
        begin
          case( paddr )
            'h0     : rdata_tmp <= {28'h0000000,cntrl};
            'h4     : rdata_tmp <= reg1;
            'h8     : rdata_tmp <= reg2;
            'hc     : rdata_tmp <= reg3;
            'h10    : rdata_tmp <= reg4;
            default : rdata_tmp <= 32'h00000000;
          endcase 
        end      
    end   
  assign prdata =  rdata_tmp; 
endmodule
--- run.sh ---
#!/bin/bash
# OpenROAD 26Q1-2900-gdf79404cd8, Yosys 0.63+post, stock flow scripts
make -C /OpenROAD-flow-scripts/flow DESIGN_CONFIG=/design/flow/config.mk WORK_HOME=/design/flow/orfs finish
==> run_results.csv <==
group,metric,value,unit
run_status,outcome,"complete, no violations",
critical_path,worst-path-stages,7,
placed_design,place_congestion,0.826,
synthesis,yosys_most_used_dff,"dfxtp_1",
floorplanning,die_w,124,um
synthesis,synthArstFlopShare,0,%
global_route,grt_pass1_vias,4476,
min_path,hold_path_class,"flop to flop",
synthesis,ys.flops,133,
min_path,holdCritStartpoint,"reg2[31]",
critical_path,reg2reg_to,"rdata_tmp[4]",
synthesis,xor_share,0,%
critical_path,r2r_cells,4,
synthesis,top_area_cell,"dfxtp_1",
critical_path,startpoint,"paddr[4]",
global_route,grt.total_usage,19.7,%
timing,setup_ws,3.59,ns
timing,fin_crit_sh,52.8,%
floorplanning,num_io_pins,101,
cts,cts-htree-levels,4,
cts,clock.latency.late_pin,0.41,ns
global_route,grt.overflow.total,0,
critical_path,cp-start-kind,"primary input",
floorplanning,die_y,124,um
critical_path,critPathMaxStageDelay,0.66,ns
critical_path,worstPathCellList,"clkdlybuf4s50_1, buf_4, nor3b_2, buf_4, and2_1, nand3_2, mux2i_1",
synthesis,yosys_area,0.00599,mm^2
drt,n_antenna_cell,0,
floorplanning,rows,44,
critical_path,cp-endpoint,"reg4[30]",
synthesis,ys_types,40,
global_route,grt_max_degree,59,
final_layout,lay_top_cells,"mux2i_1 (100), dfxtp_1 (100), clkdlybuf4s50_1 (99)",
run,log.warning_count,25,
synthesis,ys_seq_share,50.0,%
floorplanning,initCoreUtil,41.1,%
placed_design,place_ws,3.24,ns
timing,fin_setup_tns,0,ns
synthesis,fa_ha_area_share,0,%
floorplanning,dieArea,0.0155,mm^2
drt,remaining_drc_errors,0,
synthesis,syn_inst,564,
final_layout,drive_gt1_share,9.98,%
critical_path,r2r_start,"reg1[0]",
drt,wire_per_inst,17.3,um
cts,ctsResizeCount,0,
timing,max_freq,249,MHz
final_layout,fillerInstances,1215,
drt,drt-initial-drc-count,309,
timing,slew_headroom,46.0,%
floorplanning,core_area,0.0146,mm^2
critical_path,path_max_fanout,21,
power_and_ir_drop,power.density,217,mW/mm^2
critical_path,crit_path_top_delay_cell,"and2_1",
drt,vias_per_cell,5.38,
synthesis,ys_sh_simple,17.1,%
critical_path,path_class,"primary input to flop",
synthesis,synthAoiAreaFrac,11.3,%
global_route,antenna_found_initial,0,
timing,setup_viol,0,
final_layout,combGateArea,0.00275,mm^2
timing,slew_violations,0,
synthesis,syn_area,0.00599,mm^2
run,drv_cap,0,
cts,clk_path_buf_depth,2,
cts,cts_setup_buffers,0,
synthesis,area_leaders,"dfxtp_1 (33%), mux2i_1 (17%), edfxtp_1 (17%), nand2_1 (6.1%), o2bb2ai_1 (4.2%)",
synthesis,edf_count,33,
critical_path,cp_top_family,"simple AND/OR/NAND/NOR gates",
synthesis,synth.logic.top_family,"multiplexers",
placed_design,portBuffers,100,
cts,clock_sinks,133,
synthesis,avgSynthCellArea,10.6,um^2
critical_path,crit_top_cell,"buf_4",
synthesis,synth_top_area_share,33.4,%
timing,hold_violations,0,
synthesis,muxShareOfSynthArea,17.3,%
final_layout,regArea,0.00299,mm^2
cts,clkSlewWorstSetupHoldPaths,0.05,ns
timing,skew,0.00364,ns
synthesis,yosys_warnings,1,
global_route,grt_first_pass_wirelength,23400,um
drt,dr.pass1.iters,5,
power_and_ir_drop,irDropWorstVdd,0.134,mV
cts,cts_made_buffers,17,
power_and_ir_drop,leakage,2.73,nW
final_layout,syn2layout_area_growth,28.1,%
drt,antenna_left,0,
critical_path,crit_arrival,4.34,ns
drt,via_count,4543,
cts,cts_hold_buf,0,
cts,root_buffer,"clkbuf_16",
timing,worst_pin_slew,0.809,ns
timing,hold_ws,0.456,ns
cts,cts_tree,"yes",
critical_path,worstSetupEndpointType,"flop",
drt,routed_wl,14600,um
timing,finalCriticalPeriod,4.01,ns
timing,rsz0062_at_grt,"false",
critical_path,crit_buf_inv,3,
critical_path,required,7.93,ns
synthesis,ys_cells,564,
critical_path,rrSetupSlack,5.96,ns
placed_design,place_hpwl,9340,um
metrics by stage:
step | area, um^2 | utilization [%] | cells | power [mW]
finish | 7670 | 52.6 | 845 | 1.66
global route | 7670 | 52.6 | 845 | 1.72
CTS | 7670 | 52.6 | 845 | 1.68
detailed placement | 7070 | 48.5 | 813 | 0.851
global placement | 7070 | 48.5 | 813 | 0.850
floorplan | 5990 | - | 564 | 0.789
synthesized netlist by cell type (2+ instances only):
master,n
nor4_4,8
clkbuf_1,23
o21ai_0,8
a2bb2oi_1,20
mux2i_1,100
buf_4,4
edfxtp_1,33
and3_1,2
o31a_1,8
buf_2,9
a22oi_1,2
nor3_4,2
buf_1,6
buf_6,6
nand4_4,2
nand4_1,8
nand2_1,98
and4_1,2
a21oi_1,14
o2bb2ai_1,29
dfxtp_1,100
nor4_1,8
nor3_1,2
nor2_1,45
a31oi_1,8
mux2_2,3
kinds of logic (layout without fill, tap and decap cells):
family,count (synthesis),count (layout)
other,1,1
buffers and inverters,50,147
AOI/OAI and AO/OA,89,89
muxes,103,103
and+or+nand+nor,188,188
DFF,133,133
metal layers:
metal | up-vias | GRT usage [%] | share of wire (%)
met5 | - | 0 | 0
met4 | 0 | 4.04 | 2.3
met3 | 23 | 4.33 | 6.1
met2 | 151 | 31.2 | 47
met1 | 2157 | 28.9 | 45
li1 | 2212 | - | -
cell type report:
type	count	share of cell area [%]
multi-input cells	381	35.8
clock buffers	22	6.18
well taps	184	3.00
repair buffers	113	14.2
flip-flops and latches	133	39.0
inverters	2	0.0978
clock inverters	10	1.66
tightest hold or removal path, delay by kind of cell, from the launching register on:
family / cells / cell delay [ns]
simple gates: 1 / 0.05
flops: 1 / 0.31
mux: 1 / 0.05
worst min-delay path by stage:
stage / endpoint / slack [ns] / cells past startpoint
finish: reg2[31] / 0.46 / 2
global route: reg3[7] / 0.47 / 2
CTS: reg2[31] / 0.46 / 2
report_power, final:
| part | switching, mW | internal (mW) |
|---|---|---|
| clock network | 0.290 | 0.538 |
| registers | 0.00103 | 0.726 |
| logic | 0.0534 | 0.0552 |
sequential cells by signal, indices dropped and copies added, names as in the netlist:
signal,count
rdata_tmp,32
reg2,32
reg4,32
reg3,32
reg1,1
cntrl,4
No activity file was given, so power comes from the tool's default toggle rates.
